==> flow/run.sh <==
#!/bin/bash
# OpenROAD 26Q1-2900-gdf79404cd8, Yosys 0.63+post, stock flow scripts
make -C /OpenROAD-flow-scripts/flow DESIGN_CONFIG=/design/flow/config.mk WORK_HOME=/design/flow/orfs finish
==> flow/constraint.sdc <==
current_design counter

set clk_period 2.1
set clk_io_pct 0.2

create_clock -name clk0 -period $clk_period [get_ports {clk}]

set non_clock_inputs [all_inputs -no_clocks]
set_input_delay [expr $clk_period * $clk_io_pct] -clock clk0 $non_clock_inputs
set_output_delay [expr $clk_period * $clk_io_pct] -clock clk0 [all_outputs]
==> flow/design.v <==
module counter(
    input logic clk,
    input logic rst,
    output logic rt1, rdy1, start1, endd1, help1,        
    output logic er2,                                    
    output logic er3, rdy3,                              
    output logic rdy4, start4,                           
    output logic endd5, stop5, er5, rdy5, start5,        
    output logic endd6, stop6, er6, rdy6,                
    output logic endd7, start7, status_valid7, instartsv7,  
    output logic rt8, enable8,                           
    output logic rdy9, start9, interrupt9,               
    output logic ack10, req10                            
);
    logic [3:0] count;  
    always_ff @(posedge clk or posedge rst) begin
        if (rst)
            count <= 0;
        else
            count <= count + 1;
    end
    assign rt1 = (count < 4) || (count == 8);
    assign rdy1 = (count == 5);
    assign start1 = (count == 8);
    assign endd1 = (count == 6);
    always_comb help1 = (count < 5);
    assign er2 = ((count >= 1 && count < 3) || (count >= 6 && count < 9));
    assign er3 = ((count == 1) || (count >= 5 && count < 7) || (count == 9));
    assign rdy3 = ((count >= 1 && count < 3) || (count == 5) || (count == 9));
    assign rdy4 = (count == 6);
    assign start4 = (count == 2);
    assign endd5 = (count == 2);
    assign stop5 = 0;
    assign er5 = (count == 11);
    assign rdy5 = ((count >= 1 && count < 3) || (count >= 8 && count < 11));
    assign start5 = (count == 8);
    assign endd6 = (count == 2);
    assign stop6 = (count == 5);
    assign er6 = (count == 10);
    assign rdy6 = ((count >= 1 && count < 3) || (count >= 4 && count < 7) || (count >= 9 && count < 11));
    assign endd7 = (count == 3);
    assign start7 = (count == 5);
    assign status_valid7 = (count == 10);
    assign instartsv7 = (count >= 3 && count < 8);
    assign rt8 = (count >= 0 && count < 3);
    assign enable8 = (count == 7);
    assign rdy9 = (count >= 2 && count < 8);
    assign start9 = (count >= 5 && count < 8);
    assign interrupt9 = (count == 8);
    assign ack10 = (count == 6);
    assign req10 = (count == 1);
endmodule
==> flow/config.mk <==
export PLATFORM = sky130hd
export DESIGN_NAME = counter
export DESIGN_NICKNAME = counter
export VERILOG_FILES = /design/flow/design.v
export SDC_FILE = /design/flow/constraint.sdc
export NUM_CORES = 4
export LEC_CHECK = 1
export CORE_AREA = 10 10 70 70
export DIE_AREA = 0 0 80 80
==> run_results.csv <==
group,metric,value,unit
status,outcome,"finished, violations left",
status,violations,"negative setup slack",
worst_setup_path,crit_chain,"inv_2 > ha_4 > nor3_2 > a21oi_1 > o21ai_1 > clkdlybuf4s50_1",
yosys,yosysSeqAreaShare,17.0,%
yosys,synth_warnings,1,
clocking,cts.sinks,4,
drt,wl,1.83,mm
drt,wl_per_cell,12.1,um
yosys,syn_area_per_cell,9.07,um^2
yosys,yosysTopAreaCellShare,17.0,%
sta,max_freq,467,MHz
yosys,synthCells,65,
placed_design,routabilityCongestion,0.735,
yosys,synth-edff-count,0,
clocking,cts_buffers,3,
clocking,clockBufferDepth,2,
global_route,grt_pass1_vias,599,
global_route,grt-ovfl-total,0,
yosys,area_leaders,"dfrtp_1 (17%), buf_4 (14%), ha_1 (11%)",
yosys,ff_type,"dfrtp_1",
placed_design,dp_hpwl,1.35,mm
min_path,hold_class,"in2async",
run,openroad.warnings,31,
die,core,3420,um^2
run,cap_violations,0,
global_route,grt_pass1_wl,2.88,mm
clocking,cts_tree,"done",
yosys,synth-area-yosys,589,um^2
drt,vias_per_cell,3.77,
die,io_pins,32,
global_route,antenna_found_initial,0,
global_route,grtUsageTotal,5.43,%
sta,tns,-0.131,ns
sta,timing_hold_violations_final,0,
layout,drive_above_1_share,49.1,%
drt,antennaDiodeCount,0,
die,fp_util,17.3,%
worst_setup_path,crit_required,1.68,ns
global_route,grt_start_max_net_pins,12,
placed_design,port_buffers,30,
sta,skew,0.00623,ns
sta,finalHoldWorstSlack,0.358,ns
power,power_leakage,0.702,nW
worst_setup_path,cp_top_family,"buffers and inverters",
die,die_y,80,um
yosys,synth.largest_area_cell,"dfrtp_1",
layout,reg.largest.list,"count: 4 flops",
worst_setup_path,end_kind,"output pin",
yosys,synth.most_common_cell,"buf_4",
power,ir_drop,0.0674,mV
yosys,yosys-top-cells-count,"buf_4 (11), ha_1 (5), nor2_1 (5), dfrtp_1 (4)",
drt,vias,573,
clocking,cts.clk_slew.worst_paths,0.04,ns
clocking,cts_root_buf,"clkbuf_4",
yosys,async_flop_share,100,%
drt,drc,0,
clocking,clock_latency,0.24,ns
yosys,yosysUniqueCellTypes,31,
layout,syn2layout_area_growth,92.1,%
worst_setup_path,path_buffers,2,
worst_setup_path,crit_path_top_delay_cell,"clkdlybuf4s50_1",
clocking,h-tree-depth,1,
yosys,syn_area,589,um^2
sta,slew_violations,0,
layout,largest_reg_flops,4,
clocking,hold_buffers,0,
sta,fin_crit_sh,102,%
drt,drtIter0Drc,20,
sta,rsz0062_at_grt,"true",
sta,setup_slack,-0.0393,ns
yosys,ys.flops,4,
layout,finish.utilization,33.2,%
die,rows,21,
drt,antenna_left,0,
worst_setup_path,cp-start-kind,"register",
power,power_density,159,nW/um^2
worst_setup_path,arrival,1.72,ns
sta,fin_crit,2.14,ns
drt,drtPass1Iterations,4,
worst_setup_path,timing_worst_setup_path_type,"reg2out",
yosys,ys_cells,65,
die,die-area,6400,um^2
worst_setup_path,worstPathMaxFanout,4,
die,fp.dieW,80,um
sta,finalSetupViolCount,5,
worst_setup_path,slowest_delay,0.47,ns
layout,regMostFlops,"count",
through the flow:
step                instance area [um^2]  total power (W)  setup WS (ns)  instances
floorplan                            589        0.0000811          0.578         65
global placement                     916        0.0000821         0.0918        140
detailed placement                   916        0.0000821         0.0740        140
CTS                                  991         0.000183        -0.0839        147
global route                        1130         0.000193         -0.153        152
finish                              1130         0.000180        -0.0393        152
power breakdown:
| part | total (W) | switching (W) | internal (W) | leakage (nW) |
|---|---|---|---|---|
| Clock | 0.0000996 | 0.0000354 | 0.0000642 | 0.0138 |
| Sequential | 0.0000774 | 0 | 0.0000774 | 0.0515 |
| Combinational | 0.00000342 | 0.00000168 | 0.00000174 | 0.637 |
worst paths after layout:
path,from,slack (ns),end,cells after the start
worst min-delay path,rst,0.36,count[1],2
worst max register to register,count[0],0.94,count[2],4
min in group clk0,count[3],0.73,count[3],2
worst min register to register,count[3],0.73,count[3],2
max in group asynchronous,rst,1.57,count[3],2
worst max-delay path,count[1],-0.04,rdy3,6
logic make-up (layout without fill, tap and decap cells):
kind of cell | count (synthesis) | after routing | share of synthesized area [%]
AND/OR/NAND/NOR | 25 | 25 | 32.9
buffers and inverters | 19 | 60 | 25.7
AND-OR/OR-AND | 9 | 9 | 10.2
adder cells (fa/ha/maj) | 5 | 5 | 10.6
flip-flops | 4 | 4 | 17.0
XOR/XNOR | 2 | 2 | 2.97
other | 1 | 1 | 0.636
layer usage:
layer	routed length, um	vias to the layer above	GRT usage [%]
met5	0	-	0
met1	781	267	6.68
met3	159	2	1.82
met2	864	21	8.91
li1	-	283	-
met4	27	0	1.23
final cells by class:
class                   count  area [um^2]
fillers                   348         2280
multi-input cells          42          428
inverters                   4         15.0
flip-flops and latches      4          104
clock buffers               3         22.5
repair buffers             53          505
well taps                  46         57.6
worst reg2reg max path, cell delays in order, from the launching register on:
cell	delay, ns
dfrtp_2	0.45
ha_4	0.20
buf_4	0.13
buf_4	0.12
xor2_1	0.13
what timing repair did:
item / CTS / global route
gates cloned: 0 / 0
pin swaps: 1 / 6
gates resized: 15 / 30
setup endpoints to repair: 24 / 20
buffers inserted: 4 / 5
cells in the final DEF (no fill, tap or decap), drive strengths merged:
master and count:
nand3 1, inv 4, o21ai 3, clkbuf 3, o21a 2, nor3b 2
dlygate4sd2 6, conb 1, nand2b 2, nand2 1, buf 23, ha 5
nand3b 1, nor4b 1, dfrtp 4, dlymetal6s2s 13, clkdlybuf4s50 11, nor2b 1
xor2 1, a21oi 2, and2b 1, nor3 2, and3b 3, nor4 1
a22oi 1, and2 3, xnor2 1, a211oi 1, nor2 6
Power figures rest on the tool's default switching activity, not on a simulated workload.
