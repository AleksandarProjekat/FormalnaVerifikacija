**flow/run.sh**
```bash
#!/bin/bash
# OpenROAD 26Q1-2900-gdf79404cd8, Yosys 0.63+post, stock flow scripts
make -C /OpenROAD-flow-scripts/flow DESIGN_CONFIG=/design/flow/config.mk WORK_HOME=/design/flow/orfs finish
```
**flow/config.mk**
```make
export PLATFORM = sky130hd
export DESIGN_NAME = v_bb_model
export DESIGN_NICKNAME = v_bb_model
export VERILOG_FILES = /design/flow/design.v
export SDC_FILE = /design/flow/constraint.sdc
export NUM_CORES = 4
export LEC_CHECK = 1
export CORE_AREA = 10 10 88 88
export DIE_AREA = 0 0 98 98
```
**flow/constraint.sdc**
```tcl
current_design v_bb_model

set clk_period 1.7
set clk_io_pct 0.2

create_clock -name clk0 -period $clk_period [get_ports {CLK}]

set non_clock_inputs [all_inputs -no_clocks]
set_input_delay [expr $clk_period * $clk_io_pct] -clock clk0 $non_clock_inputs
set_output_delay [expr $clk_period * $clk_io_pct] -clock clk0 [all_outputs]
```
**flow/design.v**
```verilog
module v_bb_model(CLK, STALL, RST, OPCH, OPS, TEST, AB, BC, CD, ERR, REQ, ACK, BUSY, DONE, DATA);
  wire _000_;
  wire _001_;
  wire _002_;
  wire _003_;
  wire _004_;
  wire _005_;
  wire _006_;
  wire _007_;
  wire _008_;
  wire _009_;
  wire _010_;
  wire _011_;
  wire _012_;
  wire _013_;
  wire _014_;
  wire _015_;
  wire _016_;
  wire _017_;
  wire _018_;
  wire _019_;
  wire _020_;
  wire _021_;
  wire _022_;
  wire _023_;
  wire _024_;
  wire _025_;
  wire _026_;
  wire _027_;
  wire _028_;
  wire _029_;
  wire _030_;
  wire _031_;
  wire _032_;
  wire _033_;
  wire _034_;
  wire _035_;
  wire _036_;
  wire _037_;
  wire _038_;
  wire _039_;
  wire _040_;
  wire _041_;
  wire _042_;
  wire _043_;
  wire _044_;
  wire _045_;
  wire _046_;
  wire _047_;
  wire _048_;
  wire _049_;
  wire _050_;
  wire _051_;
  wire _052_;
  wire [3:0] _053_;
  wire [3:0] _054_;
  wire [2:0] _055_;
  wire [2:0] _056_;
  wire [2:0] _057_;
  wire [2:0] _058_;
  output AB;
  wire AB;
  output ACK;
  reg ACK;
  output BC;
  wire BC;
  output BUSY;
  wire BUSY;
  output CD;
  wire CD;
  input CLK;
  wire CLK;
  output [2:0] DATA;
  reg [2:0] DATA;
  output DONE;
  reg DONE;
  output ERR;
  wire ERR;
  input OPCH;
  wire OPCH;
  output [3:0] OPS;
  wire [3:0] OPS;
  input REQ;
  wire REQ;
  input RST;
  wire RST;
  input STALL;
  wire STALL;
  output TEST;
  wire TEST;
  wire ack_next;
  reg [3:0] cnt;
  reg [4:0] state_reg;
  reg [2:0] unacked_reqs;
  assign _057_[0] = ~unacked_reqs[0];
  assign _053_[0] = ~cnt[0];
  assign _005_ = STALL ? state_reg[4] : state_reg[0];
  assign _015_ = state_reg[3] | state_reg[2];
  assign _002_ = STALL ? state_reg[1] : _015_;
  assign _016_ = STALL & state_reg[3];
  assign _017_ = STALL | ~(OPCH);
  assign _018_ = state_reg[4] & ~(_017_);
  assign _004_ = _018_ | _016_;
  assign _019_ = ~unacked_reqs[2];
  assign _020_ = unacked_reqs[1] | unacked_reqs[0];
  assign _021_ = _019_ & ~(_020_);
  assign _022_ = ~(cnt[1] & cnt[3]);
  assign _023_ = cnt[1] & cnt[2];
  assign _024_ = _022_ & ~(_023_);
  assign _025_ = ~(_024_ | _021_);
  assign _026_ = unacked_reqs[1] | ~(unacked_reqs[0]);
  assign _027_ = _026_ | _019_;
  assign _028_ = REQ & ~(_027_);
  assign ack_next = _028_ | _025_;
  assign _006_ = ack_next ^ REQ;
  assign _029_ = STALL & state_reg[2];
  assign _030_ = STALL | OPCH;
  assign _031_ = state_reg[4] & ~(_030_);
  assign _003_ = _031_ | _029_;
  assign _001_ = STALL ? state_reg[0] : state_reg[1];
  assign _032_ = ~(cnt[1] | cnt[0]);
  assign _033_ = ~(cnt[3] | cnt[2]);
  assign TEST = _033_ & _032_;
  assign _034_ = cnt[1] & cnt[0];
  assign _035_ = ~(cnt[3] & cnt[2]);
  assign CD = _034_ & ~(_035_);
  assign _036_ = _026_ | unacked_reqs[2];
  assign _037_ = _036_ | REQ;
  assign _000_ = ack_next & ~(_037_);
  assign _038_ = cnt[0] & ~(cnt[1]);
  assign _039_ = _038_ & _033_;
  assign _040_ = cnt[0] | ~(cnt[1]);
  assign _041_ = _033_ & ~(_040_);
  assign _042_ = _041_ | _039_;
  assign _043_ = _034_ & _033_;
  assign AB = _043_ | _042_;
  assign _044_ = cnt[3] | ~(cnt[2]);
  assign _045_ = _034_ & ~(_044_);
  assign _046_ = cnt[2] | ~(cnt[3]);
  assign _047_ = _038_ & ~(_046_);
  assign _048_ = _047_ | _045_;
  assign _049_ = _032_ & ~(_035_);
  assign BC = _049_ | _048_;
  assign BUSY = ~(_021_ | DONE);
  assign _050_ = ~(state_reg[1] | state_reg[2]);
  assign _051_ = state_reg[4] | state_reg[3];
  assign _052_ = _050_ & ~(_051_);
  assign OPS[0] = state_reg[4] & ~(_052_);
  assign OPS[1] = state_reg[3] & ~(_052_);
  assign OPS[2] = state_reg[2] & ~(_052_);
  assign OPS[3] = state_reg[1] & ~(_052_);
  assign _055_[0] = ~DATA[0];
  assign _056_[1] = DATA[1] ^ DATA[0];
  assign _007_ = DATA[1] & DATA[0];
  assign _056_[2] = _007_ ^ DATA[2];
  assign _008_ = REQ & ~(ack_next);
  assign _009_ = _008_ ^ unacked_reqs[1];
  assign _058_[1] = _009_ ^ _057_[0];
  assign _010_ = _008_ ^ unacked_reqs[2];
  assign _011_ = _008_ | ~(unacked_reqs[1]);
  assign _012_ = unacked_reqs[0] & ~(_009_);
  assign _013_ = _011_ & ~(_012_);
  assign _058_[2] = _013_ ^ _010_;
  assign _054_[1] = _038_ | ~(_040_);
  assign _054_[2] = _034_ ^ cnt[2];
  assign _014_ = _034_ & cnt[2];
  assign _054_[3] = _014_ ^ cnt[3];
  always @(posedge CLK, posedge RST)
    if (RST) DATA[0] <= 1'h0;
    else if (!ack_next) DATA[0] <= _055_[0];
  always @(posedge CLK, posedge RST)
    if (RST) DATA[1] <= 1'h0;
    else if (!ack_next) DATA[1] <= _056_[1];
  always @(posedge CLK, posedge RST)
    if (RST) DATA[2] <= 1'h0;
    else if (!ack_next) DATA[2] <= _056_[2];
  always @(posedge CLK, posedge RST)
    if (RST) state_reg[0] <= 1'h1;
    else state_reg[0] <= _001_;
  always @(posedge CLK, posedge RST)
    if (RST) state_reg[1] <= 1'h0;
    else state_reg[1] <= _002_;
  always @(posedge CLK, posedge RST)
    if (RST) state_reg[2] <= 1'h0;
    else state_reg[2] <= _003_;
  always @(posedge CLK, posedge RST)
    if (RST) state_reg[3] <= 1'h0;
    else state_reg[3] <= _004_;
  always @(posedge CLK, posedge RST)
    if (RST) state_reg[4] <= 1'h0;
    else state_reg[4] <= _005_;
  always @(posedge CLK, posedge RST)
    if (RST) unacked_reqs[0] <= 1'h0;
    else if (_006_) unacked_reqs[0] <= _057_[0];
  always @(posedge CLK, posedge RST)
    if (RST) unacked_reqs[1] <= 1'h0;
    else if (_006_) unacked_reqs[1] <= _058_[1];
  always @(posedge CLK, posedge RST)
    if (RST) unacked_reqs[2] <= 1'h0;
    else if (_006_) unacked_reqs[2] <= _058_[2];
  always @(posedge CLK, posedge RST)
    if (RST) ACK <= 1'h0;
    else ACK <= ack_next;
  always @(posedge CLK, posedge RST)
    if (RST) DONE <= 1'h0;
    else DONE <= _000_;
  always @(posedge CLK, posedge RST)
    if (RST) cnt[0] <= 1'h0;
    else cnt[0] <= _053_[0];
  always @(posedge CLK, posedge RST)
    if (RST) cnt[1] <= 1'h0;
    else cnt[1] <= _054_[1];
  always @(posedge CLK, posedge RST)
    if (RST) cnt[2] <= 1'h0;
    else cnt[2] <= _054_[2];
  always @(posedge CLK, posedge RST)
    if (RST) cnt[3] <= 1'h0;
    else cnt[3] <= _054_[3];
  assign _053_[3:1] = cnt[3:1];
  assign _054_[0] = _053_[0];
  assign _055_[2:1] = DATA[2:1];
  assign _056_[0] = _055_[0];
  assign _058_[0] = _057_[0];
  assign ERR = 1'h0;
endmodule
```
==> notes.md <==
run results: fa+ha+maj area frac 12.5%, FP Util between 10% and 20%, Sink Count 17, crit-path max FO 3, dpl cells roughly 180, CP Data Arrival Time 1.46 ns, Longest Clk Path Bufs 2, final setup vio count 3, final std cells w/o fill 192, Most Crowded Layer GR met2, post-DP HPWL 1.42 mm, RSZ-0062 raised after global routing true, area grow syn2layout 59.2%, Vias per Instance 3.29, diode count 0, Max Slew Vio Count 0, Worst Hold Class primary input to async pin, Syn Inst Count 76, Synth area leader dfrtp_1, Clock Tree Root clkbuf_8, DR iter-0 viols 4, Mux area share 6.83%, CTS clock-pin slew for the worst setup and hold paths 0.08 ns, port buffer count 18, xor/xnor share 6.10%, WP data required around 1.4 ns, top cells, area dfrtp_1 47%, ha_1 10%, xnor2_1 4.1%, dfstp_2 3.1%, inv_1 3.1%, Main logic family adder cells, Synth warnings 1, DIE AREA 0.00960 mm^2, global-route wire length before repair roughly 3.3 mm, H-tree levels 1, hold_ws 0.302 ns, grt met3 use under 10%, crit path time final 1.80 ns, Fillers 622, Std-Cell Rows 28, cell area power density 1180 mW/mm^2, drt drc 0, share of layout cells above drive strength 1 between 40 and 50%, clk_skew 0.0105 ns, final setup margin -0.102 ns, CTS tree yes, Area leader share 46.5%, Distinct cells, synth 27, WS Path Type flop to output pin, GRT Total Usage 4.12%, Tool Warnings 31, most frequent cells in the layout 24 x buf_4, 14 x dfrtp_1, 12 x clkdlybuf4s50_1, largest net degree at the start of global routing 13, fin crit share 106%, I/O pins 20, Vias between 600 and 700, synthesized area per cell 11.3 um^2, Die W 98 um, grt total ovfl 0, initial antenna violation count 0, Max IR drop VDD 654 uV, YS chip area 861 um^2, Latency at later pin roughly 0.26 ns, Setup crit start kind flop, Critical Path End Type output pin, Die Y a little under 100 um, vias in the first global route 647, setup TNS -0.217 ns, Num CTS Buffers 3, Max Cap Violations 0, standby leakage power ~0.00063 uW, violated checks negative setup slack, M1 GR Usage 5.60%, cells in synth_stat.txt around 76, Syn Std Cell Area 861 um^2, most numerous logic cell after layout buf_4, Final Wtd Congestion between 0.8 and 0.9, number of flip-flops under the largest register name 5, drt wl/cell around 10 um, Post-DRT Antenna Nets 0, DRT Wirelength approximately 1.9 mm, endpoints failing hold 0, drt first pass iters 4, Complex Gates by Area under 10%, Simple Share, Synth 11.3%, Seq share, synth 49.6%, GR met2 Demand/Resource 6.14%, core outline area 0.00592 mm^2, outcome complete, but fails checks, Synth Register Bits 17, fmax approximately 550 MHz
logic make-up (layout without fill, tap and decap cells):
kind of cell             count (synthesis)  in the layout
AND/OR/NAND/NOR                         17             17
AND-OR/OR-AND                            7              7
multiplexers                             5              5
adder cells (fa/ha/maj)                  8              8
flip-flops                              17             17
buffers and inverters                   15             56
XOR/XNOR                                 6              6
other                                    1              1
worst max-delay path, stage by stage, from the launching register on:
cell,delay [ns]
dfrtp_1,0.39
inv_2,0.06
buf_4,0.13
ha_2,0.16
nor3_2,0.18
nor3_2,0.05
dlygate4sd2_1,0.23
per-stage QoR:
step | area [um^2] | setup slack [ns] | util, % | total power, uW
2_1_floorplan | 866 | -0.0598 | - | 950
3_3_place_gp | 1210 | -0.360 | 20.4 | 1200
3_5_place_dp | 1210 | -0.390 | 20.4 | 1200
4_1_cts | 1340 | -0.123 | 22.7 | 1590
5_1_grt | 1370 | -0.198 | 23.1 | 1760
6_report | 1370 | -0.102 | 23.1 | 1610
cell usage after synthesis:
cell type	count
nand4b_1	1
nand2b_1	1
nor4b_1	1
buf_4	3
mux2_2	2
nor3_1	2
conb_1	1
ha_1	7
o21ai_2	2
clkbuf_1	4
o211ai_1	1
nand2_1	5
mux2i_1	1
nor3b_1	1
nor3_4	1
dfrtp_1	16
xnor2_1	4
fa_1	1
mux2_4	1
mux2_1	1
o21ai_0	4
buf_2	1
and3_1	1
xor2_1	2
dfstp_2	1
inv_1	7
nor2_1	4
where the power goes:
| part | internal (uW) | switching [uW] |
|---|---|---|
| clock network | 165 | 144 |
| logic | 456 | 206 |
| registers | 535 | 107 |
| total | 1160 | 457 |
path summary, 6_finish.rpt:
check                                                  from                     endpoint  slack, ns  cells after the start
worst max register to register  unacked_reqs[1]$_DFFE_PP0P_  unacked_reqs[2]$_DFFE_PP0P_      -0.08                      8
max in group asynchronous                               RST  unacked_reqs[1]$_DFFE_PP0P_       0.98                      3
min in group clk0                       DATA[2]$_DFFE_PP0N_          DATA[2]$_DFFE_PP0N_       0.47                      1
worst min register to register          DATA[2]$_DFFE_PP0N_          DATA[2]$_DFFE_PP0N_       0.47                      1
worst max-delay path                       cnt[0]$_DFF_PP0_                           AB      -0.10                      6
worst min-delay path                                    RST       state_reg[2]$_DFF_PP0_       0.30                      2
per-layer routing:
layer	wire, um	share of wire (%)
met5	0	0
met4	8	0.43
met3	134	7.2
met2	827	44
met1	899	48
final cells by class:
cell class                      instances  area [um^2]  area share, %
Timing Repair Buffer                   45          379           27.7
Clock inverter                          1         7.51          0.548
Clock buffer                            3         41.3           3.01
Inverter                                7         26.3           1.92
Sequential cell                        17          429           31.3
Multi-Input combinational cell         44          393           28.7
Tap cell                               75         93.8           6.85
what timing repair did:
action / in CTS / in global routing
gates resized: 19 / 5
setup buffers: 9 / 5
pin swaps: 7 / 4
hold buffers: 0 / 0
hold endpoints to repair: 0 / 0
endpoints found under the setup margin: 7 / 7
Power figures rest on the tool's default switching activity, not on a simulated workload.
